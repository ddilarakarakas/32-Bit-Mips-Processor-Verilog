--- /design/flow/design.v ---
module mux2to1_1bit(result, i1,i2,s0);
	output result;
	input i1,i2,s0;
	wire s0_not,and1,and2;
	not for_s0(s0_not,s0);
	and for_and1(and1,i1,s0_not);
	and for_and2(and2,i2,s0);
	or resultor(result,and1,and2);
endmodule
module mux2to1_32bit(out,c0,c1,sel);
	output[31:0]out;
	input[31:0] c0;
	input[31:0]c1;
	input sel;						
	mux2to1_1bit mux0(out[0],c0[0],c1[0],sel); 
	mux2to1_1bit mux1(out[1],c0[1],c1[1],sel);
	mux2to1_1bit mux2(out[2],c0[2],c1[2],sel);
	mux2to1_1bit mux3(out[3],c0[3],c1[3],sel);
	mux2to1_1bit mux4(out[4],c0[4],c1[4],sel); 
	mux2to1_1bit mux5(out[5],c0[5],c1[5],sel);
	mux2to1_1bit mux6(out[6],c0[6],c1[6],sel); 
	mux2to1_1bit mux7(out[7],c0[7],c1[7],sel);
	mux2to1_1bit mux8(out[8],c0[8],c1[8],sel); 
	mux2to1_1bit mux9(out[9],c0[9],c1[9],sel);
	mux2to1_1bit mux10(out[10],c0[10],c1[10],sel); 
	mux2to1_1bit mux11(out[11],c0[11],c1[11],sel);
	mux2to1_1bit mux12(out[12],c0[12],c1[12],sel); 
	mux2to1_1bit mux13(out[13],c0[13],c1[13],sel);
	mux2to1_1bit mux14(out[14],c0[14],c1[14],sel); 
	mux2to1_1bit mux15(out[15],c0[15],c1[15],sel);
	mux2to1_1bit mux16(out[16],c0[16],c1[16],sel); 
	mux2to1_1bit mux17(out[17],c0[17],c1[17],sel);
	mux2to1_1bit mux18(out[18],c0[18],c1[18],sel); 
	mux2to1_1bit mux19(out[19],c0[19],c1[19],sel);
	mux2to1_1bit mux20(out[20],c0[20],c1[20],sel); 
	mux2to1_1bit mux21(out[21],c0[21],c1[21],sel);
	mux2to1_1bit mux22(out[22],c0[22],c1[22],sel); 
	mux2to1_1bit mux23(out[23],c0[23],c1[23],sel);
	mux2to1_1bit mux24(out[24],c0[24],c1[24],sel); 
	mux2to1_1bit mux25(out[25],c0[25],c1[25],sel);
	mux2to1_1bit mux26(out[26],c0[26],c1[26],sel); 
	mux2to1_1bit mux27(out[27],c0[27],c1[27],sel);
	mux2to1_1bit mux28(out[28],c0[28],c1[28],sel); 
	mux2to1_1bit mux29(out[29],c0[29],c1[29],sel);
	mux2to1_1bit mux30(out[30],c0[30],c1[30],sel); 
	mux2to1_1bit mux31(out[31],c0[31],c1[31],sel);	
endmodule
--- /design/flow/run.sh ---
#!/bin/bash
# OpenROAD 26Q1-2900-gdf79404cd8, Yosys 0.63+post, stock flow scripts
make -C /OpenROAD-flow-scripts/flow DESIGN_CONFIG=/design/flow/config.mk WORK_HOME=/design/flow/orfs finish
--- /design/flow/config.mk ---
export PLATFORM = sky130hd
export DESIGN_NAME = mux2to1_32bit
export DESIGN_NICKNAME = mux2to1_32bit
export VERILOG_FILES = /design/flow/design.v
export SDC_FILE = /design/flow/constraint.sdc
export NUM_CORES = 4
export LEC_CHECK = 1
export CORE_AREA = 10 10 71 71
export DIE_AREA = 0 0 81 81
--- /design/flow/constraint.sdc ---
current_design mux2to1_32bit

set clk_period 1.0
set clk_io_pct 0.2

create_clock -name clk0 -period $clk_period

set non_clock_inputs [all_inputs -no_clocks]
set_input_delay [expr $clk_period * $clk_io_pct] -clock clk0 $non_clock_inputs
set_output_delay [expr $clk_period * $clk_io_pct] -clock clk0 [all_outputs]
==> results.toml <==
# flow metrics
[sta]
grt_setup_unrepaired = "true"
finalSetupTns_ns = -3.10
timing.final.ws_setup_ns = -0.176
post-route-min-period_ns = 1.18
setup-violations-final = 32
hold_viol_final = 0
max_clock_freq_ghz = 0.850
timing_max_transition_violations_final = 0
slew-limit-headroom = 0.940
timing_worst_slew_pin_value_ns = 0.0893
timing.final.crit_share = 1.18

[drt]
drt-vias-per-instance = 3.67
antenna_cells_inserted = 0
drtIter0Drc = 4
ant_nets = 0
wire_per_inst_um = 14.7
routed-via-count = 675
drt_pass1_iterations = 2
drt-total-wl_mm = 2.71
post-route-drc-count = 0

[floorplan]
rows = 22
fp.dieH_um = 81
top_level_ports = 97
die_area_sq_um = 6560
floorplan.die.width_um = 81
floorplan.core_area_sq_um = 3630
floorplan.core_util = 0.216

[setup_path]
crit_path_start_kind = "primary input"
critPathKind = "primary input to primary output"
required_ns = 0.80
critPathArrivalTime_ns = 0.98
endpoint_kind = "primary output"
largest_fanout_of_any_net_on_the_critical_path = 1

[logic_synthesis]
netlist_area_sq_um = 785
synthesis.instances = 68
yosysChipArea_sq_um = 785
syn_area_per_cell_sq_um = 11.5
synth_warnings = 0
yosysSeqAreaShare = 0
yosys-top-cells-area = "sky130_fd_sc_hd__mux2_4, sky130_fd_sc_hd__buf_4, sky130_fd_sc_hd__buf_12"
post_synth_num_cell_types = 5
post-synth-top-area-fraction = 0.574
synth.yosys.num_cells = 68
synth_top_cell_by_area = "sky130_fd_sc_hd__mux2_4"

[layout]
flow.area_growth_from_synthesis_pct = 95.7
flop_area_sq_um = 0
fillCellCount = 364
instances_no_fill = 184
final_layout_top_logic_cell = "sky130_fd_sc_hd__dlygate4sd2_1"
lay_top_cells = "sky130_fd_sc_hd__dlygate4sd2_1, sky130_fd_sc_hd__mux2_4, sky130_fd_sc_hd__buf_6"
logic_area_sq_um = 473
final_layout_size_suffix_gt1_frac = 0.529
finalCoreUtilization = 0.423
layout_clock_buffer_count = 0
seq_cells = 0

[job]
tool_warnings = 35
drv_cap = 0

[grt]
antenna_violations_before_repair = 0
grt_max_degree = 11
grt_pass1_wl_mm = 3.72
grt.overflow.total = 0
first_global_vias = 708
global_route.usage.total = 0.0704

[run_status]
failed_checks = "setup timing"
outcome = "finished with violations"

[power_and_ir_drop]
power-per-cell-area_nw_per_um2 = 385
finalPower_uw = 591
max_rail_drop_vdd_v = 0.000195
cellLeakagePower_uw = 0.000861

[placement]
final_weighted_congestion_in_routability_driven_placement = 0.844
numPortBuffers = 97
post-dp-hpwl_mm = 2.43
dp.cells = 179

[min_path]
whs_path_depth = 3
worstHoldPathType = "primary input to primary output"

[clock_network]
cts_hold_buffers = 0
==> through the flow <==
stage | area [sq um] | setup WS (ns) | hold slack (ns)
floorplan | 906 | -0.0482 | 0.591
global placement | 1540 | -0.500 | 1.31
detailed placement | 1540 | -0.494 | 1.32
CTS | 1470 | -0.180 | 0.800
global route | 1540 | -0.194 | 0.719
finish | 1540 | -0.176 | 0.693
==> worst max-delay path, stage by stage <==
cell	delay, ns
sky130_fd_sc_hd__clkdlybuf4s50_1	0.40
sky130_fd_sc_hd__mux2_4	0.26
sky130_fd_sc_hd__buf_6	0.11
==> power breakdown <==
| part | internal, uW | switching (uW) |
|---|---|---|
| Clock | 0 | 0 |
| Sequential | 0 | 0 |
| Combinational | 462 | 129 |
| Total | 462 | 129 |
==> cells by family (layout without fill, tap and decap cells) <==
kind of cell,after synthesis,count (layout),synth area share
muxes,32,32,0.603
buffers and inverters,36,104,0.397
==> layer usage <==
layer	vias up	wire length (um)	track usage
met4	0	0	0
met5	-	0	0
met3	0	297	0.0267
met2	41	1380	0.128
li1	337	-	-
met1	297	1030	0.0811
==> cells in the mapped netlist <==
cell type / number
sky130_fd_sc_hd__mux2_4: 30
sky130_fd_sc_hd__buf_6: 1
sky130_fd_sc_hd__buf_12: 3
sky130_fd_sc_hd__mux2_2: 2
sky130_fd_sc_hd__buf_4: 32
==> path summary, 6_finish.rpt <==
| kind | from | endpoint | slack [ns] |
|---|---|---|---|
| setup / recovery | c1[26] | out[26] | -0.18 |
| hold / removal | c0[3] | out[3] | 0.69 |
==> what timing repair did <==
action | CTS | global route
endpoints found under the setup margin | 32 | 32
gates resized | 168 | 14
gates cloned | 1 | 0
setup buffers | 4 | 0
hold endpoints to repair | 0 | 0
==> final cells by class <==
| class | count | share of cell area |
|---|---|---|
| Tap cell | 48 | 0.0391 |
| Multi-Input combinational cell | 32 | 0.308 |
| Timing Repair Buffer | 104 | 0.653 |
Power figures rest on the tool's default switching activity, not on a simulated workload.
