`./run.sh`:
```
#!/bin/bash
# OpenROAD 26Q1-2900-gdf79404cd8, Yosys 0.63+post, stock flow scripts
make -C /OpenROAD-flow-scripts/flow DESIGN_CONFIG=/design/flow/config.mk WORK_HOME=/design/flow/orfs finish
```
`./config.mk`:
```
export PLATFORM = sky130hd
export DESIGN_NAME = mux4to1_32bit
export DESIGN_NICKNAME = mux4to1_32bit
export VERILOG_FILES = /design/flow/design.v
export SDC_FILE = /design/flow/constraint.sdc
export NUM_CORES = 4
export LEC_CHECK = 1
export CORE_AREA = 10 10 84 84
export DIE_AREA = 0 0 94 94
```
`./constraint.sdc`:
```
current_design mux4to1_32bit

set clk_period 1.0
set clk_io_pct 0.2

create_clock -name clk0 -period $clk_period

set non_clock_inputs [all_inputs -no_clocks]
set_input_delay [expr $clk_period * $clk_io_pct] -clock clk0 $non_clock_inputs
set_output_delay [expr $clk_period * $clk_io_pct] -clock clk0 [all_outputs]
```
`./design.v`:
```
module mux4to1_1bit (result, i1,i2,i3,i4,s0,s1);
	output result;
	input i1,i2,i3,i4,s0,s1;
	wire s0_not, s1_not, and1, and2, and3, and4;
	not for_s0(s0_not, s0);
	not for_s1(s1_not, s1);
	and for_and1(and1,i1,s1_not,s0_not);
	and for_and2(and2,i2,s1_not,s0);
	and for_and3(and3,i3,s1,s0_not);
	and for_and4(and4,i4,s1,s0);
	or result_or(result,and1,and2,and3,and4);
endmodule
module mux4to1_32bit(output[31:0] o,input[31:0] x0,input[31:0] x1,input[31:0]x2,input[31:0] x3,input s1,input s0);
	mux4to1_1bit m0(o[0],x0[0],x1[0],x2[0],x3[0],s1,s0);
	mux4to1_1bit m1(o[1],x0[1],x1[1],x2[1],x3[1],s1,s0);
	mux4to1_1bit m2(o[2],x0[2],x1[2],x2[2],x3[2],s1,s0);
	mux4to1_1bit m3(o[3],x0[3],x1[3],x2[3],x3[3],s1,s0);
	mux4to1_1bit m4(o[4],x0[4],x1[4],x2[4],x3[4],s1,s0);
	mux4to1_1bit m5(o[5],x0[5],x1[5],x2[5],x3[5],s1,s0);
	mux4to1_1bit m6(o[6],x0[6],x1[6],x2[6],x3[6],s1,s0);
	mux4to1_1bit m7(o[7],x0[7],x1[7],x2[7],x3[7],s1,s0);
	mux4to1_1bit m8(o[8],x0[8],x1[8],x2[8],x3[8],s1,s0);
	mux4to1_1bit m9(o[9],x0[9],x1[9],x2[9],x3[9],s1,s0);
	mux4to1_1bit m10(o[10],x0[10],x1[10],x2[10],x3[10],s1,s0);
	mux4to1_1bit m11(o[11],x0[11],x1[11],x2[11],x3[11],s1,s0);
	mux4to1_1bit m12(o[12],x0[12],x1[12],x2[12],x3[12],s1,s0);
	mux4to1_1bit m13(o[13],x0[13],x1[13],x2[13],x3[13],s1,s0);
	mux4to1_1bit m14(o[14],x0[14],x1[14],x2[14],x3[14],s1,s0);
	mux4to1_1bit m15(o[15],x0[15],x1[15],x2[15],x3[15],s1,s0);
	mux4to1_1bit m16(o[16],x0[16],x1[16],x2[16],x3[16],s1,s0);
	mux4to1_1bit m17(o[17],x0[17],x1[17],x2[17],x3[17],s1,s0);
	mux4to1_1bit m18(o[18],x0[18],x1[18],x2[18],x3[18],s1,s0);
	mux4to1_1bit m19(o[19],x0[19],x1[19],x2[19],x3[19],s1,s0);
	mux4to1_1bit m20(o[20],x0[20],x1[20],x2[20],x3[20],s1,s0);
	mux4to1_1bit m21(o[21],x0[21],x1[21],x2[21],x3[21],s1,s0);
	mux4to1_1bit m22(o[22],x0[22],x1[22],x2[22],x3[22],s1,s0);
	mux4to1_1bit m23(o[23],x0[23],x1[23],x2[23],x3[23],s1,s0);
	mux4to1_1bit m24(o[24],x0[24],x1[24],x2[24],x3[24],s1,s0);
	mux4to1_1bit m25(o[25],x0[25],x1[25],x2[25],x3[25],s1,s0);
	mux4to1_1bit m26(o[26],x0[26],x1[26],x2[26],x3[26],s1,s0);
	mux4to1_1bit m27(o[27],x0[27],x1[27],x2[27],x3[27],s1,s0);
	mux4to1_1bit m28(o[28],x0[28],x1[28],x2[28],x3[28],s1,s0);
	mux4to1_1bit m29(o[29],x0[29],x1[29],x2[29],x3[29],s1,s0);
	mux4to1_1bit m30(o[30],x0[30],x1[30],x2[30],x3[30],s1,s0);
	mux4to1_1bit m31(o[31],x0[31],x1[31],x2[31],x3[31],s1,s0);
endmodule 
```
==> flow_summary.toml <==
# generated from flow reports
[outcome]
status = "finished with violations"
violations = "negative setup slack"

[die]
dieArea_sq_um = 8840
rows = 26
initial_core_util_pct = 20.3
die_w_microns = 94
die_h_microns = 94
core_sq_um = 5200
io_pins = 162

[routing]
antenna_cells = 0
vias = 1182
wirelength_mm = 5.69
drc = 0
via_per_inst = 4.24
drt_iter0_drc = 22
wl_per_cell_microns = 20.4
dr.pass1.iters = 4
detail-route-antenna-nets = 0

[synthesis]
avgSynthCellArea_sq_um = 14.7
mux_area_share_pct = 68.8
top_logic_kind = "multiplexers"
synthCells = 72
xor_area_share_pct = 0
adder_share_pct = 0
aoi_share_pct = 0
largest_area_cell = "mux4_2"
ys_warn_count = 0
ys_seq_share_pct = 0
netlist.area_leader.share_pct = 63.8
syn_area_sq_um = 1060
ys_cells = 72
ys_area_sq_um = 1060
top_cells_by_count = "buf_4 (32), mux4_2 (30), buf_12 (3), buf_2 (3), mux4_1 (2)"
synthTopCellsByArea = "mux4_2 (64%), buf_4 (23%), buf_12 (5.7%)"
most_common_cell = "buf_4"
ys_sh_simple_pct = 0
synth.distinct_cells = 7

[placed_design]
gp_congestion = 0.831
post-place-cells = 270
port_buffers = 162
dp_slack_ns = -0.955
dpl.hpwl_mm = 5.08
place_area_sq_um = 2510

[cells_and_area]
clkbuf_count = 0
stdcell_count = 279
postLayoutCoreUtil_pct = 45.0
synthToLayoutAreaGrowth_pct = 121
drive_gt1_share_pct = 38.8
fillers = 552
regArea_sq_um = 0
fin_area_sq_um = 2340
ff_count = 0

[grt]
grt_pass1_vias = 1456
grt_usage_pct = 12.5
overflow = 0
grt_max_degree = 19
grt_pass1_wl_mm = 8.48
grt_antenna_before_repair = 0

[sta]
finalWorstSetupSlack_ns = -0.350
rsz0062_at_grt = "true"
fin_crit_ns = 1.35
period_used_pct = 135
slew_headroom_pct = 88.5
drv_slew = 0
clock.fmax_ghz = 0.741
worstMarginPinSlew_ns = 0.173
setup_viol = 32
hold_viol_final = 0

[worst_setup_path]
endpoint_kind = "output pin"
cp_data_required_time_ns = 0.80
cp-start-kind = "input pin"
crit_fanout = 6
arrival_ns = 1.15
slowest_stage = "mux4_2"
critPathMaxStageDelay_ns = 0.48
worstPathCellList = "buf_12 > buf_12 > buf_6 > mux4_2 > buf_2"
crit_top_cell = "buf_12"
critPathKind = "input pin to output pin"

[power_and_ir_drop]
powerDensity_nw_per_um2 = 356
p_leak_nw = 1.13
vdd_drop_max_mv = 0.178
p_total_mw = 0.832

[job]
warnings = 35
max_cap_violations = 0

[cts]
holdBufCountCts = 0

[min_path]
hp-class = "input pin to output pin"
-- cell families after synthesis --
kind of cell           Yosys count
buffers and inverters           40
multiplexers                    32
-- layout make-up --
| cell class | count | area, sq um | share of cell area [%] |
|---|---|---|---|
| well taps | 70 | 87.6 | 3.74 |
| multi-input cells | 32 | 721 | 30.8 |
| repair buffers | 177 | 1530 | 65.5 |
-- what timing repair did --
action	4_1_cts	5_1_grt
endpoints found under the setup margin	32	32
gates cloned	2	0
gates resized	245	1
setup buffers	7	0
-- through the flow --
stage / hold slack [ns] / TNS (ns)
after global routing: 0.896 / -10.44
after floorplan: 0.673 / -7.53
after global placement: 1.37 / -28.38
after CTS: 0.881 / -9.62
after detailed placement: 1.37 / -28.79
final: 0.878 / -9.10
-- where the power goes --
part           internal (mW)  switching, mW  total [mW]
sequential                 0              0           0
clock                      0              0           0
combinational          0.626          0.206       0.832
-- layer usage --
layer	GRT usage (%)	up-vias	routed length, microns
li1	-	548	-
met2	21.8	66	3050
met3	4.93	2	512
met1	15.0	566	2100
met4	0.506	0	24
met5	0	-	0
-- cell usage in the layout (no fill, tap or decap) --
cell           instances
dlygate4sd2_1        128
buf_2                 33
mux4_2                32
buf_6                  6
buf_12                 5
buf_4                  3
buf_16                 2
-- critical path: cells and delay by family --
kind,cells,cell delay [ns]
buf+inv,4,0.46
mux,1,0.48
-- worst paths after layout --
path   start     to  cells after the start
max       s1  o[11]                      5
min   x2[28]  o[28]                      3
Power is estimated from default activity; no workload was simulated.
